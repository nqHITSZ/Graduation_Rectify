===== design/flow/run.sh =====
#!/bin/bash
# OpenROAD 26Q1-2900-gdf79404cd8, Yosys 0.63+post, stock flow scripts
make -C /OpenROAD-flow-scripts/flow DESIGN_CONFIG=/design/flow/config.mk WORK_HOME=/design/flow/orfs finish

===== design/flow/config.mk =====
export PLATFORM = sky130hd
export DESIGN_NAME = coor_warper
export DESIGN_NICKNAME = coor_warper
export VERILOG_FILES = /design/flow/design.v
export SDC_FILE = /design/flow/constraint.sdc
export NUM_CORES = 4
export LEC_CHECK = 1
export CORE_UTILIZATION = 50

===== design/flow/constraint.sdc =====
current_design coor_warper

set clk_period 8.6
set clk_io_pct 0.2

create_clock -name clk0 -period $clk_period [get_ports {m_axis_aclk}]

set non_clock_inputs [all_inputs -no_clocks]
set_input_delay [expr $clk_period * $clk_io_pct] -clock clk0 $non_clock_inputs
set_output_delay [expr $clk_period * $clk_io_pct] -clock clk0 [all_outputs]

===== design/flow/design.v =====
`timescale 1ns / 1ps
module  coor_warper #
(
    parameter ROW = 4,
    parameter COL = 6
)
(
    input start,
    input wire  m_axis_aclk,
    input wire  m_axis_aresetn,
    output reg  m_axis_tvalid,
    output reg [31 : 0] m_axis_tdata,
    output reg  m_axis_tlast,
    input wire  m_axis_tready
);
localparam IDLE = 0,
           INIT = 1, 
           WORK = 2;
localparam pipeLatency = 5;
reg [9:0] col_cnt; 
reg [9:0] row_cnt;
reg cnt_en,cnt_rstn;
reg [3:0] state;
reg[3:0] init_cnt;
always @ (posedge m_axis_aclk) begin
    if(~m_axis_aresetn) begin
        state <= 0;
        m_axis_tvalid <= 0;
        init_cnt <= 0;
    end
    else begin
        case(state)
            IDLE:begin
                init_cnt <= 0;
                m_axis_tvalid <= 0;
                if(start) begin
                    state <= INIT;
                end
            end
            INIT:begin
                init_cnt <= init_cnt + 1;
                if(init_cnt == 5) begin
                    state <= WORK;
                    m_axis_tvalid <= 1;
                end
            end
            WORK:begin
                if(m_axis_tvalid && m_axis_tready && m_axis_tlast) begin
                    m_axis_tvalid <= 0;
                    state <= IDLE;
                end
            end
        endcase
    end
end
always @ * begin
    case(state) 
        IDLE: begin
            cnt_en = 0;
            cnt_rstn = 0;
        end
        INIT: begin
            cnt_en = 1;
            cnt_rstn = 1;
        end
        WORK: begin
            cnt_en = m_axis_tready? 1 : 0;
            cnt_rstn = 1;
        end
        default: begin
            cnt_en = 1'bx;
            cnt_rstn = 1'bx;
        end
    endcase
end
always @ (posedge m_axis_aclk) begin
    if(!cnt_rstn)
        col_cnt <= 0;
    else if(cnt_en)
        col_cnt <= (col_cnt==COL-1) ? 0 : col_cnt + 1;
end
always @ (posedge m_axis_aclk) begin
    if(!cnt_rstn)
        row_cnt <= 0;
    else if(cnt_en)
        if(col_cnt==COL-1)
            row_cnt <= (row_cnt==ROW-1) ? 0 : row_cnt + 1;
end
reg [31:0] data_delay[pipeLatency-1:0];
integer i;
always @(posedge m_axis_aclk) begin
    if(cnt_en) begin
        for(i=0; i<pipeLatency-1; i=i+1)
            data_delay[i+1] <= data_delay[i];
        data_delay[0] <= row_cnt*COL + col_cnt;
    end
end
always @ (posedge m_axis_aclk) begin
    if(~m_axis_aresetn) begin
        m_axis_tdata <= 0;
        m_axis_tlast <= 0;
    end
    else if(cnt_en) begin
        m_axis_tdata <= data_delay[pipeLatency-1];
        m_axis_tlast <= data_delay[pipeLatency-1] == (ROW*COL-1);
    end
end
endmodule

==> Slide: Implementation Results <==
Implementation Results

Power and ir drop
  – Peak supply drop: 0.0001371 V
  – Combinational share of power: 2.9%
  – Leak: 2.206 nW
  – Switching share of power: 21.50%
  – Sw power: 0.2833 mW
  – Pint: 1.034 mW
  – Power per cell area: 220.9 nW/um^2
  – Clock power share: 50.7%
  – Sequential share of power: 46.4%

Worst setup path
  – Critical path data arrival time: 4.10 ns
  – Worst Path Class, Setup: in2reg
  – Critical path destination: m_axis_tlast
  – Worst-path maximum fanout: 52
  – R2R Path End: data_delay[0][12]
  – Critical-path top delay cell: buf_4
  – Critical Path Start: m_axis_tready
  – Crit path DRT: 9.02 ns
  – Reg2Reg Setup Slack: 5.22 ns
  – FF-to-FF Start: row_cnt[2]
  – Worst path max stage delay: 0.61 ns
  – Path depth of the worst reg2reg path: 12
  – Most frequent CP cell: buf_4
  – Critical Path Start Type: primary input
  – Cell breakdown of the critical path: clkdlybuf4s50_1 > a21oi_1 > buf_4 > inv_2 > buf_4 > nand4_1 > a21boi_0
  – CP endpoint kind: register

Global route
  – Largest net degree at the start of global routing: 53
  – Gr ovfl total: 0
  – GR Util All Layers: 18.11%
  – Vias in the first global route: 2984
  – First-pass GRT wire length: 14.01 mm
  – Initial antenna violation count: 0

Clocking
  – Clock-pin slew on the worst setup and hold paths: 0.06 ns
  – CTS H-tree lvls: 4
  – Post-cts sizing count: 0
  – CTS tree: built
  – TritonCTS buffer count: 17
  – Hold Buf Count CTS: 0
  – Post-CTS setup buffers: 0
  – Worst-case clock buffer depth: 2
  – Clock Latency Late Sink: 0.51 ns
  – Root Driver: clkbuf_8
  – Sink Count: 113

Drt
  – DR pass1 iterations: 4
  – DR iter-0 viols: 138
  – Drt via density: 5.119
  – ANT cells: 0
  – WL/cell: 13.52 um
  – Post-route ant nets: 0
  – Final WL: 8.277 mm
  – Drc violations: 0
  – Via count of the routed design: 3133

Die
  – Core ar.: 9819 um^2
  – Cell Rows: 36
  – Chip area: 10630 um^2
  – Floorplan utilization: 52.05%
  – # IOs: 38
  – Die Y: 103.1 um
  – Die X: 103.1 um

Job
  – Max-cap violations: 0
  – Tool Warnings: 34

Synth
  – Post-synth regs: 113
  – Cells in synth_stat.txt: 434
  – Synthesized cell area: 5111 um^2
  – Cell variety after synth: 58
  – Synth area leaders: edfxtp_1 (41%), dfxtp_1 (17%), ha_1 (7.1%)
  – Yosys chip area: 5111 um^2
  – EDFF count, synth: 70
  – Syn_area_per_cell: 11.78 um^2
  – Post-Synthesis Cells: 434
  – Tally of yosys warning messages: 2
  – Post-synthesis sequential area ratio: 57.97%
  – Ys flop type: edfxtp_1
  – Top-area cell share: 41.13%
  – Cell type with the largest total area: edfxtp_1
  – Synth async-reset ratio: 0%

STA
  – Final hold violations: 0
  – Period utilisation layout: 42.69%
  – Worst-Margin Slew: 0.7114 ns
  – Max-slew violations: 0
  – Fin crit period: 3.672 ns
  – Final Setup Violations: 0
  – Clock skew: 0.009810 ns
  – Fmax: 272.4 MHz
  – Setup TNS: 0 ns
  – Slew HR: 52.51%
  – RSZ-0062 raised after global routing: false

Placed design
  – Port bufs: 19
  – Placed inst area: 5380 um^2
  – Post-DP HPWL: 5.629 mm
  – GP Congestion: 0.8306

Outcome
  – Status: completed

Hold path
  – Hold Path Class: reg2reg

Cells and area
  – Share of layout cells above drive strength 1: 9.812%
  – Post-Layout Inst Area: 5966 um^2
  – P&R area growth vs syn: 16.72%
-- state kept, by name, summed over array words and instances, names as in the netlist --
signal / cells
state: 3
col_cnt: 10
m_axis_tlast: 1
init_cnt: 4
data_delay: 70
m_axis_tdata: 14
row_cnt: 10
m_axis_tvalid: 1
-- cell usage after synthesis, types with 3 or more instances --
cell / instances
a211oi_1: 3
a21boi_0: 17
a21oi_1: 19
and3_1: 4
buf_4: 20
clkbuf_1: 4
dfxtp_1: 43
edfxtp_1: 70
ha_1: 29
inv_1: 14
nand2_1: 49
nand3_1: 17
nand4_1: 6
nor2_1: 33
nor2b_1: 4
nor3_1: 4
o211ai_1: 4
o21a_1: 3
o21ai_0: 10
or3_1: 3
xnor2_1: 20
xor2_1: 13
-- placed cells by master, fill, tap and decap left out, types with 10 or more instances in the layout --
cell type and count:
edfxtp_1 70, nand2_1 49, dfxtp_1 43, nor2_1 33, ha_1 29, xnor2_1 20, a21oi_1 19, clkbuf_16 19
clkdlybuf4s50_1 19, conb_1 18, nand3_1 17, a21boi_0 17, inv_1 14, xor2_1 13, o21ai_0 10
-- cells by family after synthesis --
| kind of cell | after synthesis | share of synthesized area [%] |
|---|---|---|
| AOI/OAI and AO/OA | 75 | 10.40 |
| xor gates and xnor gates | 33 | 5.655 |
| adders and majority gates | 31 | 7.883 |
| buffers and inverters | 42 | 4.577 |
| DFF | 113 | 57.97 |
| muxes | 1 | 0.1958 |
| other | 1 | 0.07337 |
| and+or+nand+nor | 138 | 13.24 |
-- final cells by class --
cell class	instances	area, um^2
timing repair buffer	22	212.7
tap	133	166.4
multi-input combinational	296	1978
sequential	113	2963
fill	794	3854
clock buffer	21	503.0
clock inverter	11	82.58
inverter	16	60.06
-- worst min-delay path by stage --
| stage | start | to | slack (ns) | cells after the start |
|---|---|---|---|---|
| after CTS | data_delay[3][7] | data_delay[4][7] | 0.41 | 0 |
| final | data_delay[3][7] | data_delay[4][7] | 0.41 | 0 |
| after global routing | data_delay[3][7] | data_delay[4][7] | 0.41 | 0 |
-- power groups by stage --
stage / Clock, mW / Combinational, mW / Sequential (mW)
5_1_grt: 0.710 / 0.0443 / 0.614
4_1_cts: 0.685 / 0.0395 / 0.612
6_report: 0.668 / 0.0386 / 0.611
-- critical path: cells and delay by family --
family          cells  cell delay (ns)
buf+inv             4             1.92
compound gates      2             0.30
simple gates        1             0.13
-- layer usage --
| layer | global-route usage (%) | routed length [um] |
|---|---|---|
| met5 | 0 | 0 |
| met4 | 2.492 | 107 |
| met3 | 4.135 | 281 |
| met2 | 29.95 | 4024 |
| met1 | 26.71 | 3863 |
-- stage by stage --
stage	total power [mW]	setup WS [ns]	hold WS, ns	util (%)	std cells
floorplan	0.6505	3.923	0.4003	-	451
global placement	0.6609	4.434	0.4005	54.79	580
detailed placement	0.6621	4.414	0.4045	54.79	580
CTS	1.336	4.943	0.4136	60.75	612
global route	1.368	4.689	0.4125	60.75	612
finish	1.318	4.928	0.4098	60.75	612
Power figures rest on the tool's default switching activity, not on a simulated workload.
