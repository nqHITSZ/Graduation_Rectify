===== design.v =====
`timescale 1 ns / 1 ps
module fetch #
(
    parameter  C_M_AXI_TARGET_SLAVE_BASE_ADDR	= 32'h40000000,
    parameter integer C_M_AXI_BURST_LEN	= 16,
    parameter integer C_M_AXI_ID_WIDTH	= 8,
    parameter integer C_M_AXI_ADDR_WIDTH	= 32,
    parameter integer C_M_AXI_DATA_WIDTH	= 32,
    parameter integer C_M_AXI_AWUSER_WIDTH	= 0,
    parameter integer C_M_AXI_ARUSER_WIDTH	= 0,
    parameter integer C_M_AXI_WUSER_WIDTH	= 0,
    parameter integer C_M_AXI_RUSER_WIDTH	= 0,
    parameter integer C_M_AXI_BUSER_WIDTH	= 0,
    parameter integer C_M_AXIS_TDATA_WIDTH	= 32,
    parameter integer C_M_AXIS_START_COUNT	= 32
)
(
    input start,
    input wire  m_axi_aclk,
    input wire  m_axi_aresetn,
    output wire [3:0]  state_out,
    output reg [C_M_AXI_ID_WIDTH-1:0] m_axi_arid = 0, 
    output reg [C_M_AXI_ADDR_WIDTH-1:0] m_axi_araddr = 0,
    output reg [7:0] m_axi_arlen = 0,
    output reg [2:0] m_axi_arsize = 0,
    output reg [1:0] m_axi_arburst = 0,
    output reg m_axi_arlock = 0,
    output reg [3:0] m_axi_arcache = 0,
    output reg [2:0] m_axi_arprot = 0,
    output reg m_axi_arvalid,
    output reg m_axi_rready,
    input wire m_axi_arready,
    input wire [C_M_AXI_ID_WIDTH-1:0] m_axi_rid,
    input wire [C_M_AXI_DATA_WIDTH-1:0] m_axi_rdata,
    input wire [1:0] m_axi_rresp,
    input wire m_axi_rlast,
    input wire m_axi_rvalid,
    input wire  m_axis_aclk,
    input wire  m_axis_aresetn,
    output reg  m_axis_tvalid,
    output wire [C_M_AXIS_TDATA_WIDTH-1 : 0] m_axis_tdata,
    output wire  m_axis_tlast,
    input wire  m_axis_tready,
    input wire  s_axis_aclk,
    input wire  s_axis_aresetn,
    input wire  s_axis_tvalid,
    input wire [C_M_AXIS_TDATA_WIDTH-1 : 0] s_axis_tdata,
    input wire  s_axis_tlast,
    output reg s_axis_tready
);
localparam [3:0] IDEL = 0,
                 READ_ADDR = 1,
                 READ_DATA = 2,
                 READ_DATA_2 = 3,
                 TRAN_DATA = 4,
                 DONE = 5;
reg [31:0] data_buf;
reg [3:0] state;
always @(posedge m_axi_aclk)
    if(!m_axi_aresetn) begin
        state <= IDEL;
        m_axi_arvalid <=  0;
        m_axi_araddr <= C_M_AXI_TARGET_SLAVE_BASE_ADDR;
        m_axi_arlen <= 8'd1;
        m_axi_arsize <= 3'b000; 
        m_axi_arburst <= 2'b01; 
        s_axis_tready <= 0;
        m_axi_rready <= 0;
        data_buf <= 32'bx;
    end
    else begin
        case(state)
            IDEL: begin
                if(start) begin
                    m_axi_arsize <= 3'b001; 
                    m_axi_arlen <= 8'd0;
                    s_axis_tready <= 1;
                    m_axis_tvalid <= 0;
                    state <= READ_ADDR;
                end
            end
            READ_ADDR: begin
                if(s_axis_tvalid && s_axis_tready) begin
                    m_axi_arvalid <= 1;
                    s_axis_tready <= 0;
                    m_axi_araddr <= s_axis_tdata; 
                end
                if(m_axi_arvalid && m_axi_arready) begin
                    m_axi_arvalid <= 1;
                    m_axi_araddr <= m_axi_araddr + 4; 
                    m_axi_rready <= 1; 
                    state <= READ_DATA;
                end
            end
            READ_DATA: begin
                if(m_axi_rvalid && m_axi_rready) begin
                    data_buf[15:0] <= m_axi_rdata[15:0];
                    s_axis_tready <= 0;
                    state <= READ_DATA_2;
                end
                if(m_axi_arvalid && m_axi_arready) begin
                    m_axi_arvalid <= 0;
                    m_axi_araddr <= 32'bx; 
                    m_axi_rready <= 1; 
                end
            end
            READ_DATA_2: begin
                if(m_axi_rvalid && m_axi_rready) begin
                    data_buf[31:16] <= m_axi_rdata[15:0];
                    m_axis_tvalid <= 1;
                    s_axis_tready <= 1;
                    m_axi_rready <= 0;
                end
                if(m_axis_tvalid && m_axis_tready) begin
                    m_axis_tvalid <= 0;
                    m_axi_rready <= 1;
                    state <= READ_ADDR;
                end
                if(m_axi_arvalid && m_axi_arready) begin
                    m_axi_arvalid <= 0;
                    m_axi_araddr <= 32'bx; 
                    m_axi_rready <= 1; 
                end
            end
            DONE: begin
                state <= IDEL;
            end
        endcase
    end
assign m_axis_tdata = data_buf;
assign state_out = state;
endmodule

===== run.sh =====
#!/bin/bash
# OpenROAD 26Q1-2900-gdf79404cd8, Yosys 0.63+post, stock flow scripts
make -C /OpenROAD-flow-scripts/flow DESIGN_CONFIG=/design/flow/config.mk WORK_HOME=/design/flow/orfs finish

===== config.mk =====
export PLATFORM = sky130hd
export DESIGN_NAME = fetch
export DESIGN_NICKNAME = fetch
export VERILOG_FILES = /design/flow/design.v
export SDC_FILE = /design/flow/constraint.sdc
export NUM_CORES = 4
export LEC_CHECK = 1
export CORE_UTILIZATION = 50

===== constraint.sdc =====
current_design fetch

set clk_period 6.9
set clk_io_pct 0.2

create_clock -name clk0 -period $clk_period [get_ports {m_axi_aclk}]

set non_clock_inputs [all_inputs -no_clocks]
set_input_delay [expr $clk_period * $clk_io_pct] -clock clk0 $non_clock_inputs
set_output_delay [expr $clk_period * $clk_io_pct] -clock clk0 [all_outputs]

==> run_results.csv <==
group,metric,value,unit
sta,hold_viol_final,0,
pwr,pwr-share-seq,0.379,
floorplan,io_pins,189,
detailed_routing,vias_per_cell,5.581,
synthesis,synth_seq_share,0.4732,
setup_path,r2r_end,"m_axi_araddr[26]",
synthesis,async_flop_share,0,
sta,rsz0062_at_grt,"no",
detailed_routing,dr.pass1.iters,5,
synthesis,top_area_cell,"edfxtp_1",
setup_path,crit_family,"buffers and inverters",
pwr,swShare,0.3687,
cts,cts_resized,0,
sta,finClkSkew,0.01008,ns
global_route,grt_pass1_vias,3163,
cts,cts-root-buf,"clkbuf_8",
cts,ctsHoldBuffers,0,
sta,fmax,323.7,MHz
sta,worst_pin_slew,0.7404,ns
setup_path,end_kind,"flop",
detailed_routing,drt_iter0_drc,197,
setup_path,crit_arrival,3.33,ns
pwr,power,1.748,mW
setup_path,criticalPathCategory,"in2reg",
sta,period_used_share,0.4478,
synthesis,syn_inst,396,
sta,slew_headroom,0.5037,
floorplan,fp-utilization,0.5221,
synthesis,top_cells_by_area,"edfxtp_1, dfxtp_1, buf_4",
detailed_routing,ant_nets,0,
hold_path,whs_endpoint,"m_axi_araddr[1]",
pwr,power.share.clock,0.186,
placed_design,dp_slack,3.512,ns
global_route,antenna_found_initial,0,
setup_path,crit_chain,"clkdlybuf4s50_1, and2_1, buf_4, nand2_1, o21ai_1, o32ai_1, o21a_1",
cts,htreeDepth,3,
pwr,p_int,1.104,mW
placed_design,gp_congestion,0.9423,
setup_path,startpoint_type,"input pin",
hold_path,hold-path-cell-count,2,
setup_path,worstPathRequired,7.14,ns
detailed_routing,wl_per_cell,16.89,um
hold_path,hp-class,"reg2reg",
synthesis,yosys_warnings,2,
detailed_routing,drc,0,
synthesis,synth_flop_count,73,
layout,nFillCells,595,
sta,slew_violations,0,
synthesis,avgSynthCellArea,9.615,sq um
pwr,power_density,333.4,nW/um^2
floorplan,num_rows,31,
sta,setup_viol,0,
hold_path,hold_start,"m_axi_araddr[1]",
setup_path,critPathSlowestCell,"clkdlybuf4s50_1",
global_route,grt_pass1_wl,16240,um
sta,min_period,3.090,ns
placed_design,port_buffers,127,
synthesis,edf_count,34,
job,drv_cap,0,
setup_path,crit_fanout,29,
floorplan,die_h,89.26,um
synthesis,ys_cells,396,
detailed_routing,diodes,0,
synthesis,syn-cell-area,3807,sq um
synthesis,ys_types,62,
setup_path,worst-path-buf-inv,2,
cts,clk_pin_slew,0.08,ns
synthesis,common_cells,"dfxtp_1, edfxtp_1, nor2_1",
floorplan,fp.dieW,89.26,um
cts,cts.sinks,73,
global_route,grt_max_degree,30,
setup_path,rr_worst_depth,7,
pwr,irDropWorstVdd,0.3138,mV
global_route,grt_overflow,0,
global_route,grtUsageTotal,0.2819,
sta,fin_ws,3.810,ns
cts,clk_path_buf_depth,2,
cts,cts_tree,"built",
status,status,"completed",
detailed_routing,detailroute.via_count,3488,
setup_path,reg2reg_slack,4.44,ns
job,warning_count,62,
synthesis,synthMostInstantiatedCell,"dfxtp_1",
placed_design,dp_hpwl,7422,um
floorplan,core-area,7292,sq um
floorplan,chipArea,7967,sq um
pwr,power.switching,0.6446,mW
synthesis,yosysTopAreaCellShare,0.2682,
layout,synthToLayoutAreaGrowth,37.73,%
synthesis,yosys_area,3807,sq um
cts,clk_latency,0.35,ns
pwr,combPwrFrac,0.436,
setup_path,regToRegStartpoint,"state[0]",
detailed_routing,routed_wl,10560,um
setup_path,critPathMaxStageDelay,0.49,ns
cts,cts_setup_buffers,0,
cts,numCtsBuffers,9,
sta,fin_setup_tns,0,ns
synthesis,flop_cell,"dfxtp_1",
pwr,leakage,1.902,nW
layout,layout-drive-gt1-share,0.07034,
placed cells by master, fill, tap and decap left out, types with 5 or more instances in the layout:
cell type          n
clkdlybuf4s50_1  127
dfxtp_1           39
nor2_1            34
edfxtp_1          34
a21oi_1           32
conb_1            30
nand2_1           25
nand3_1           21
inv_1             15
nand4_1           11
nor3_1             9
clkbuf_8           9
o21ai_0            8
a22oi_1            8
a31oi_1            8
and3_1             7
mux2i_1            6
ha_1               6
o21ai_1            5
o22ai_1            5
xnor2_1            5
sequential cells by signal, indices dropped and copies added (netlist names):
name           cells
data_buf          32
m_axi_araddr      32
m_axi_arburst      1
m_axi_arlen        1
m_axi_arsize       1
m_axi_arvalid      1
m_axi_rready       1
m_axis_tvalid      1
s_axis_tready      1
state              2
power groups by stage:
stage / Clock, mW / Sequential [mW] / Combinational [mW]
after global routing: 0.349 / 0.678 / 0.836
after CTS: 0.330 / 0.660 / 0.757
final: 0.325 / 0.662 / 0.761
stage by stage:
step	util	std cells	area, sq um	hold slack [ns]
after CTS	0.7191	625	5244	0.4578
after global placement	0.6935	610	5057	0.4409
after detailed placement	0.6935	610	5057	0.4470
after global routing	0.7191	625	5244	0.4725
final	0.7191	625	5244	0.4584
after floorplan	-	424	3913	0.4177
tightest hold or removal path, cell delays in order, from the launching register on:
cell     delay [ns]
dfxtp_1        0.31
nand2_1        0.05
a21oi_1        0.05
cell type report:
| class | instances | area (sq um) | share of cell area |
|---|---|---|---|
| well taps | 99 | 123.9 | 0.02362 |
| clock buffers | 10 | 127.6 | 0.02434 |
| multi-input cells | 291 | 1770 | 0.3376 |
| inverters | 16 | 60.06 | 0.01145 |
| clock inverters | 5 | 58.81 | 0.01121 |
| repair buffers | 131 | 1301 | 0.2482 |
| flip-flops and latches | 73 | 1802 | 0.3436 |
cell families after synthesis:
logic type,after synthesis,synth area share
buffers and inverters,60,0.08939
XOR/XNOR,8,0.01840
multiplexers,6,0.01577
adder cells (fa/ha/maj),6,0.01972
AND/OR/NAND/NOR,134,0.1890
AND-OR/OR-AND,107,0.1926
other,2,0.001972
flip-flops,73,0.4732
worst max path at each step:
stage	slack, ns	end	cells after the start	start
5_1_grt	3.73	m_axi_araddr[26]	7	m_axi_arready
6_report	3.81	m_axi_araddr[26]	7	m_axi_arready
4_1_cts	3.88	m_axi_araddr[26]	7	m_axi_arready
metal layers:
metal  up-vias  GRT usage  wire (um)
met1      1616     0.4548       4682
met3        12    0.06180        971
li1       1684          -          -
met4         0    0.03896        105
met2       176     0.4247       4795
met5         -          0          0
Power is estimated from default activity; no workload was simulated.
