`flow/config.mk`:
```
export PLATFORM = sky130hd
export DESIGN_NAME = axi_ram
export DESIGN_NICKNAME = axi_ram
export VERILOG_FILES = /design/flow/design.v
export SDC_FILE = /design/flow/constraint.sdc
export NUM_CORES = 4
export LEC_CHECK = 1
export CORE_UTILIZATION = 50
```
`flow/design.v`:
```
`timescale 1ns / 1ps
module axi_ram #
(
    parameter DATA_WIDTH = 32,   
    parameter ADDR_WIDTH = 16,   
    parameter STRB_WIDTH = (DATA_WIDTH/8),
    parameter ID_WIDTH = 8
)
(
    input  wire                   clk,
    input  wire                   rst,
    input  wire [ID_WIDTH-1:0]    s_axi_awid,
    input  wire [ADDR_WIDTH-1:0]  s_axi_awaddr,
    input  wire [7:0]             s_axi_awlen,
    input  wire [2:0]             s_axi_awsize,
    input  wire [1:0]             s_axi_awburst,
    input  wire                   s_axi_awlock,
    input  wire [3:0]             s_axi_awcache,
    input  wire [2:0]             s_axi_awprot,
    input  wire                   s_axi_awvalid,
    output wire                   s_axi_awready,
    input  wire [DATA_WIDTH-1:0]  s_axi_wdata,
    input  wire [STRB_WIDTH-1:0]  s_axi_wstrb,
    input  wire                   s_axi_wlast,
    input  wire                   s_axi_wvalid,
    output wire                   s_axi_wready,
    output wire [ID_WIDTH-1:0]    s_axi_bid,
    output wire [1:0]             s_axi_bresp,
    output wire                   s_axi_bvalid,
    input  wire                   s_axi_bready,
    input  wire [ID_WIDTH-1:0]    s_axi_arid,
    input  wire [ADDR_WIDTH-1:0]  s_axi_araddr,
    input  wire [7:0]             s_axi_arlen,
    input  wire [2:0]             s_axi_arsize,
    input  wire [1:0]             s_axi_arburst,
    input  wire                   s_axi_arlock,
    input  wire [3:0]             s_axi_arcache,
    input  wire [2:0]             s_axi_arprot,
    input  wire                   s_axi_arvalid,
    output wire                   s_axi_arready,
    output wire [ID_WIDTH-1:0]    s_axi_rid,
    output wire [DATA_WIDTH-1:0]  s_axi_rdata,
    output wire [1:0]             s_axi_rresp,
    output wire                   s_axi_rlast,
    output wire                   s_axi_rvalid,
    input  wire                   s_axi_rready
);
parameter VALID_ADDR_WIDTH = ADDR_WIDTH - $clog2(STRB_WIDTH);
parameter WORD_WIDTH = STRB_WIDTH;
parameter WORD_SIZE = DATA_WIDTH/WORD_WIDTH;
initial begin
    if (WORD_SIZE * STRB_WIDTH != DATA_WIDTH) begin
        $error("Error: AXI data width not evenly divisble");
        $finish;
    end
    if (2**$clog2(WORD_WIDTH) != WORD_WIDTH) begin
        $error("Error: AXI word width must be even power of two");
        $finish;
    end
end
localparam [0:0]
    READ_STATE_IDLE = 1'd0,
    READ_STATE_BURST = 1'd1;
reg [0:0] read_state_reg = READ_STATE_IDLE, read_state_next;
localparam [0:0]
    WRITE_STATE_IDLE = 1'd0,
    WRITE_STATE_BURST = 1'd1;
reg [0:0] write_state_reg = WRITE_STATE_IDLE, write_state_next;
reg mem_wr_en;
reg mem_rd_en;
reg [ID_WIDTH-1:0] read_id_reg = {ID_WIDTH{1'b0}}, read_id_next;
reg [ADDR_WIDTH-1:0] read_addr_reg = {ADDR_WIDTH{1'b0}}, read_addr_next;
reg read_addr_valid_reg = 1'b0, read_addr_valid_next;
reg read_addr_ready;
reg read_last_reg = 1'b0, read_last_next;
reg [7:0] read_count_reg = 8'd0, read_count_next;
reg [2:0] read_size_reg = 3'd0, read_size_next;
reg [1:0] read_burst_reg = 2'd0, read_burst_next;
reg [ID_WIDTH-1:0] write_id_reg = {ID_WIDTH{1'b0}}, write_id_next;
reg [ADDR_WIDTH-1:0] write_addr_reg = {ADDR_WIDTH{1'b0}}, write_addr_next;
reg write_addr_valid_reg = 1'b0, write_addr_valid_next;
reg write_addr_ready;
reg [7:0] write_count_reg = 8'd0, write_count_next;
reg [2:0] write_size_reg = 3'd0, write_size_next;
reg [1:0] write_burst_reg = 2'd0, write_burst_next;
reg s_axi_awready_reg = 1'b0, s_axi_awready_next;
reg s_axi_wready_reg = 1'b0, s_axi_wready_next;
reg [ID_WIDTH-1:0] s_axi_bid_reg = {ID_WIDTH{1'b0}}, s_axi_bid_next;
reg [1:0] s_axi_bresp_reg = 2'b00, s_axi_bresp_next;
reg s_axi_bvalid_reg = 1'b0, s_axi_bvalid_next;
reg s_axi_arready_reg = 1'b0, s_axi_arready_next;
reg [ID_WIDTH-1:0] s_axi_rid_reg = {ID_WIDTH{1'b0}}, s_axi_rid_next;
reg [DATA_WIDTH-1:0] s_axi_rdata_reg = {DATA_WIDTH{1'b0}}, s_axi_rdata_next;
reg [1:0] s_axi_rresp_reg = 2'b00, s_axi_rresp_next;
reg s_axi_rlast_reg = 1'b0, s_axi_rlast_next;
reg s_axi_rvalid_reg = 1'b0, s_axi_rvalid_next;
reg [DATA_WIDTH-1:0] mem[(16)-1:0];
wire [VALID_ADDR_WIDTH-1:0] s_axi_awaddr_valid = s_axi_awaddr >> (ADDR_WIDTH - VALID_ADDR_WIDTH);
wire [VALID_ADDR_WIDTH-1:0] s_axi_araddr_valid = s_axi_araddr >> (ADDR_WIDTH - VALID_ADDR_WIDTH);
wire [VALID_ADDR_WIDTH-1:0] read_addr_valid = read_addr_reg >> (ADDR_WIDTH - VALID_ADDR_WIDTH);
wire [VALID_ADDR_WIDTH-1:0] write_addr_valid = write_addr_reg >> (ADDR_WIDTH - VALID_ADDR_WIDTH);
assign s_axi_awready = s_axi_awready_reg;
assign s_axi_wready = s_axi_wready_reg;
assign s_axi_bid = s_axi_bid_reg;
assign s_axi_bresp = s_axi_bresp_reg;
assign s_axi_bvalid = s_axi_bvalid_reg;
assign s_axi_arready = s_axi_arready_reg;
assign s_axi_rid = s_axi_rid_reg;
assign s_axi_rdata = s_axi_rdata_reg;
assign s_axi_rresp = s_axi_rresp_reg;
assign s_axi_rlast = s_axi_rlast_reg;
assign s_axi_rvalid = s_axi_rvalid_reg;
integer i, j;
always @* begin
    write_state_next = WRITE_STATE_IDLE;
    mem_wr_en = 1'b0;
    write_addr_ready = 1'b0;
    if (s_axi_wready & s_axi_wvalid) begin
        write_addr_ready = 1'b1;
        mem_wr_en = 1'b1;
    end
    write_id_next = write_id_reg;
    write_addr_next = write_addr_reg;
    write_addr_valid_next = write_addr_valid_reg && !write_addr_ready;
    write_count_next = write_count_reg;
    write_size_next = write_size_reg;
    write_burst_next = write_burst_reg;
    s_axi_awready_next = 1'b0;
    s_axi_wready_next = write_addr_valid_next;
    s_axi_bid_next = s_axi_bid_reg;
    s_axi_bresp_next = s_axi_bresp_reg;
    s_axi_bvalid_next = s_axi_bvalid_reg && !s_axi_bready;
    case (write_state_reg)
        WRITE_STATE_IDLE: begin
            s_axi_awready_next = (write_addr_ready || !write_addr_valid_reg) && (!s_axi_bvalid || s_axi_bready);
            if (s_axi_awready & s_axi_awvalid) begin
                write_id_next = s_axi_awid;
                write_addr_next = s_axi_awaddr;
                write_count_next = s_axi_awlen;
                write_size_next = s_axi_awsize < $clog2(STRB_WIDTH) ? s_axi_awsize : $clog2(STRB_WIDTH);
                write_burst_next = s_axi_awburst;
                write_addr_valid_next = 1'b1;
                s_axi_wready_next = 1'b1;
                if (s_axi_awlen > 0) begin
                    s_axi_awready_next = 1'b0;
                    write_state_next = WRITE_STATE_BURST;
                end else begin
                    s_axi_awready_next = 1'b0;
                    s_axi_bid_next = write_id_next;
                    s_axi_bresp_next = 2'b00;
                    s_axi_bvalid_next = 1'b1;
                    write_state_next = WRITE_STATE_IDLE;
                end
            end else begin
                write_state_next = WRITE_STATE_IDLE;
            end
        end
        WRITE_STATE_BURST: begin
            s_axi_awready_next = 1'b0;
            if (write_addr_ready) begin
                if (write_burst_reg != 2'b00) begin
                    write_addr_next = write_addr_reg + (1 << write_size_reg);
                end
                write_count_next = write_count_reg - 1;
                s_axi_wready_next = 1'b1;
                if (write_count_reg > 0) begin
                    write_addr_valid_next = 1'b1;
                    write_state_next = WRITE_STATE_BURST;
                end else begin
                    write_addr_valid_next = 1'b0;
                    s_axi_awready_next = 1'b0;
                    s_axi_wready_next = 1'b0;
                    s_axi_bid_next = write_id_reg;
                    s_axi_bresp_next = 2'b00;
                    s_axi_bvalid_next = 1'b1;
                    write_state_next = WRITE_STATE_IDLE;
                end
            end else begin
                write_state_next = WRITE_STATE_BURST;
            end
        end
    endcase
end
always @(posedge clk) begin
    if (rst) begin
        write_state_reg <= WRITE_STATE_IDLE;
        write_addr_valid_reg <= 1'b0;
        s_axi_awready_reg <= 1'b0;
        s_axi_wready_reg <= 1'b0;
        s_axi_bvalid_reg <= 1'b0;
    end else begin
        write_state_reg <= write_state_next;
        write_addr_valid_reg <= write_addr_valid_next;
        s_axi_awready_reg <= s_axi_awready_next;
        s_axi_wready_reg <= s_axi_wready_next;
        s_axi_bvalid_reg <= s_axi_bvalid_next;
    end
    write_id_reg <= write_id_next;
    write_addr_reg <= write_addr_next;
    write_count_reg <= write_count_next;
    write_size_reg <= write_size_next;
    write_burst_reg <= write_burst_next;
    s_axi_bid_reg <= s_axi_bid_next;
    s_axi_bresp_reg <= s_axi_bresp_next;
    for (i = 0; i < WORD_WIDTH; i = i + 1) begin
        if (mem_wr_en & s_axi_wstrb[i]) begin
            mem[write_addr_valid][8*i +: 8] <= s_axi_wdata[8*i +: 8];
        end
    end
end
always @* begin
    read_state_next = READ_STATE_IDLE;
    mem_rd_en = 1'b0;
    read_addr_ready = s_axi_rready;
    s_axi_rid_next = s_axi_rid_reg;
    s_axi_rresp_next = s_axi_rresp_reg;
    s_axi_rlast_next = s_axi_rlast_reg;
    s_axi_rvalid_next = s_axi_rvalid_reg && !s_axi_rready;
    if (read_addr_valid_reg && (s_axi_rready || !s_axi_rvalid)) begin
        read_addr_ready = 1'b1;
        mem_rd_en = 1'b1;
        s_axi_rvalid_next = 1'b1;
        s_axi_rid_next = read_id_reg;
        s_axi_rlast_next = read_last_reg;
    end
    read_id_next = read_id_reg;
    read_addr_next = read_addr_reg;
    read_addr_valid_next = read_addr_valid_reg && !read_addr_ready;
    read_last_next = read_last_reg;
    read_count_next = read_count_reg;
    read_size_next = read_size_reg;
    read_burst_next = read_burst_reg;
    s_axi_arready_next = 1'b0;
    case (read_state_reg)
        READ_STATE_IDLE: begin
            s_axi_arready_next = (read_addr_ready || !read_addr_valid_reg);
            if (s_axi_arready & s_axi_arvalid) begin
                read_id_next = s_axi_arid;
                read_addr_next = s_axi_araddr;
                read_count_next = s_axi_arlen;
                read_size_next = s_axi_arsize < $clog2(STRB_WIDTH) ? s_axi_arsize : $clog2(STRB_WIDTH);
                read_burst_next = s_axi_arburst;
                read_addr_valid_next = 1'b1;
                if (s_axi_arlen > 0) begin
                    s_axi_arready_next = 1'b0;
                    read_last_next = 1'b0;
                    read_state_next = READ_STATE_BURST;
                end else begin
                    s_axi_arready_next = 1'b0;
                    read_last_next = 1'b1;
                    read_state_next = READ_STATE_IDLE;
                end
            end else begin
                read_state_next = READ_STATE_IDLE;
            end
        end
        READ_STATE_BURST: begin
            s_axi_arready_next = 1'b0;
            if (read_addr_ready) begin
                if (read_burst_reg != 2'b00) begin
                    read_addr_next = read_addr_reg + (1 << read_size_reg);
                end
                read_count_next = read_count_reg - 1;
                read_last_next = read_count_next == 0;
                if (read_count_reg > 0) begin
                    read_addr_valid_next = 1'b1;
                    read_state_next = READ_STATE_BURST;
                end else begin
                    s_axi_arready_next = 1'b0;
                    read_addr_valid_next = 1'b0;
                    read_state_next = READ_STATE_IDLE;
                end
            end else begin
                read_state_next = READ_STATE_BURST;
            end
        end
    endcase
end
always @(posedge clk) begin
    if (rst) begin
        read_state_reg <= READ_STATE_IDLE;
        read_addr_valid_reg <= 1'b0;
        s_axi_arready_reg <= 1'b0;
        s_axi_rvalid_reg <= 1'b0;
    end else begin
        read_state_reg <= read_state_next;
        read_addr_valid_reg <= read_addr_valid_next;
        s_axi_arready_reg <= s_axi_arready_next;
        s_axi_rvalid_reg <= s_axi_rvalid_next;
    end
    read_id_reg <= read_id_next;
    read_addr_reg <= read_addr_next;
    read_last_reg <= read_last_next;
    read_count_reg <= read_count_next;
    read_size_reg <= read_size_next;
    read_burst_reg <= read_burst_next;
    s_axi_rid_reg <= s_axi_rid_next;
    s_axi_rresp_reg <= s_axi_rresp_next;
    s_axi_rlast_reg <= s_axi_rlast_next;
    if (mem_rd_en) begin
        s_axi_rdata_reg <= mem[read_addr_valid];
    end
end
endmodule
```
`flow/constraint.sdc`:
```
current_design axi_ram

set clk_period 9.2
set clk_io_pct 0.2

create_clock -name clk0 -period $clk_period [get_ports {clk}]

set non_clock_inputs [all_inputs -no_clocks]
set_input_delay [expr $clk_period * $clk_io_pct] -clock clk0 $non_clock_inputs
set_output_delay [expr $clk_period * $clk_io_pct] -clock clk0 [all_outputs]
```
`flow/run.sh`:
```
#!/bin/bash
# OpenROAD 26Q1-2900-gdf79404cd8, Yosys 0.63+post, stock flow scripts
make -C /OpenROAD-flow-scripts/flow DESIGN_CONFIG=/design/flow/config.mk WORK_HOME=/design/flow/orfs finish
```
==> run summary <==
run results: outcome=completed, RePlAce Congestion=0.804, #FFs+latches synth=624, DR pass1 iterations=5, worst hold path type=flop to flop, die width=223 um, EDFF count, synth=616, # DRC=0, Synth Seq Share=76.2%, MUX share of area=15.8%, Adder-Cell Fraction of Synth Area=0.930%, synthesis area per yosys=24500 um^2, clock tree from TritonCTS=built, top cells by count, synth=616 x edfxtp_1, 136 x mux4_2, 96 x nor2_1, 24 x mux4_1, 23 x nand2_1, Std-Cell Rows=80, Least-Margin Pin Slew=872 ps, comb area leader=multiplexers, clock slew at reported path FFs=60 ps, Complex Gates by Area=1.40%, ys async rst share=0%, Yosys Instances=1137, total gr overflow=0, tool warnings=65, crit path kind=input port to flop, cycle use final=42.4%, DR vias=11300, family with the most delay on the worst path=simple AND/OR/NAND/NOR gates, Non-Filler Instances=1985, Crit path required time=9400 ps, number of flip-flops in the largest register=512, minimum period implied by the final worst setup slack=3900 ps, CP Capture Type=flop, dpl cells=1874, Area Growth Syn to Fin=16.8%, Die ar.=49800 um^2, root buf cell=clkbuf_16, IO buf count=150, Die H=223 um, Power Dens Cells=210 nW/um^2, vias in the first global route=12200, CTS buffer count=66, CP startpoint kind=input port, fp util=50.9%, Distinct cells, synth=49, vias per inst=5.70, post-synthesis cell area=24500 um^2, final wirelength=46900 um, Latency at later pin=580 ps, GRT Total Usage=21.8%, Synth area leaders=edfxtp_1 76%, mux4_2 13%, mux4_1 2.6%, nor2_1 1.5%, ha_1 0.77%, unrepaired setup endpoints after global routing=no, max_slew headroom=41.8%, largest net degree at the start of global routing=60, peak supply drop=0.129 mV, antenna viol nets, final=0, drt wl/cell=23.6 um, Synth top cell by count=edfxtp_1, and+or+nand+nor area frac=3.46%, clk buf depth=3, max-slew violations=0, first-pass GRT wire length=71300 um, Gate Count Post-Synth=1137, skew final=16.8 ps, Setup TNS=0 ps, CP max stage cell=nor2_1, biggest cell delay along the critical path=890 ps, Core Area=48000 um^2, Achievable Freq=0.256 GHz, number of max-cap violations=0, dpl hpwl=30200 um, crit-path cells=clkdlybuf4s50_1 > nand3_1 > nor2_1, Final Hold Vio Count=0, Mean Syn Cell Area=21.5 um^2, critical path arrival=4100 ps, CTS HTree Levels=3, Num Clock Sinks=624, peak fanout along the critical path=16, Commonest flop=edfxtp_1, initial DRC count=698, xor/xnor share=0.608%, final setup violation count=0, area leader, netlist=edfxtp_1, share of cells above drive strength 1=19.1%, Post-CTS Setup Inserts=0, CTS Hold Buffers Added=0, antenna violations before repair=2, static leakage=9.11 nW, PostCTS Resize Cnt=0, Buf/Inv on CP=1, num ports=192, Yosys warnings=1, Area leader share=75.6%
[worst paths after layout]
kind,startpoint,to,slack (ps),depth (start not counted)
worst min-delay path,read_id_reg[1]$_DFFE_PP_,s_axi_rid_reg[1]$_DFFE_PP_,420,0
worst max register to register,read_addr_reg[2]$_DFFE_PP_,s_axi_rdata_reg[31]$_DFFE_PP_,6020,4
worst min register to register,read_id_reg[1]$_DFFE_PP_,s_axi_rid_reg[1]$_DFFE_PP_,420,0
worst max-delay path,s_axi_wvalid,mem[5][26]$_DFFE_PP_,5300,3
[power by group]
part | switching [W] | leakage, nW | internal, W
registers | 0.0000190 | 5.62 | 0.00317
clock network | 0.00101 | 0.977 | 0.00144
logic | 0.000182 | 2.51 | 0.000185
total | 0.00121 | 9.11 | 0.00479
[routing by layer]
| layer | track usage (%) | wire length, um | vias to the layer above |
|---|---|---|---|
| li1 | - | - | 5098 |
| met1 | 34.8 | 17600 | 5683 |
| met2 | 31.6 | 23000 | 467 |
| met3 | 11.4 | 5330 | 65 |
| met4 | 3.67 | 948 | 2 |
| met5 | 0.489 | 11 | - |
[cells by family after synthesis]
group | count (synthesis)
compound gates | 54
flops | 624
simple gates | 182
mux | 176
other cells | 1
xor+xnor | 17
buf+inv | 66
fa+ha+maj | 17
[area by class of cell]
cell class / instances / area [um^2]
repair buffers: 169 / 1660
clock buffers: 77 / 1760
clock inverters: 33 / 229
multi-input cells: 452 / 5470
well taps: 615 / 769
fillers: 3437 / 19500
diodes: 1 / 2.50
inverters: 14 / 52.6
flip-flops and latches: 624 / 18700
[worst register-to-register path, delay by kind of cell, from the launching register on]
family,cells,cell delay (ps)
buf+inv,2,1310
flops,1,350
mux,2,1260
[stage by stage]
stage               instance area, um^2  utilization [%]  total power, W  hold slack, ps  setup WS (ps)
finish                            28600             59.5         0.00601             418           5300
global route                      28600             59.5         0.00622             423           5230
CTS                               28600             59.5         0.00608             420           5360
detailed placement                26600             55.4         0.00362             406           4760
global placement                  26600             55.4         0.00361             401           4760
floorplan                         24500                -         0.00346             400           5010
[layout by cell type (no fill, tap or decap), types with 5 or more instances in the layout]
cell / synthesis / layout
edfxtp_1: 616 / 616
clkdlybuf4s50_1: 0 / 150
mux4_2: 136 / 136
nor2_1: 96 / 96
clkbuf_16: 0 / 69
mux4_1: 24 / 24
nand2_1: 23 / 23
a21oi_1: 21 / 21
buf_4: 5 / 18
clkinv_1: 0 / 17
mux2_2: 16 / 16
ha_1: 15 / 15
inv_1: 14 / 14
xnor2_1: 13 / 13
nand3_1: 13 / 13
clkinv_2: 0 / 10
o21ai_0: 9 / 9
nor4_1: 9 / 9
nor2b_1: 9 / 8
dfxtp_1: 8 / 8
clkbuf_1: 22 / 8
nor3b_1: 6 / 6
nor3_1: 6 / 6
conb_1: 1 / 6
nand2b_1: 5 / 5
Power is estimated from default activity; no workload was simulated.
